[design/flow/design.v]
module uiController(
	input clk,
	input[9:0] CounterX,
	input[8:0] CounterY,
	input we,
	input[10:0] addr,
	input[1:0] din,
	output reg[4:0] tex
);
reg[1:0] memory[2047:0];
reg[11:0] n;
initial begin
	for(n=0;n<2048;n = n + 1) begin
		memory[n] = 0;
		end
end
always@(posedge clk)begin
	if(we)
		memory[addr] <= din;
	tex <= memory[{CounterX[9:4],CounterY[8:4]}];
	end
endmodule
[design/flow/run.sh]
#!/bin/bash
# OpenROAD 26Q1-2900-gdf79404cd8, Yosys 0.63+post, stock flow scripts
make -C /OpenROAD-flow-scripts/flow DESIGN_CONFIG=/design/flow/config.mk WORK_HOME=/design/flow/orfs finish
[design/flow/config.mk]
export PLATFORM = sky130hd
export DESIGN_NAME = uiController
export DESIGN_NICKNAME = uiController
export VERILOG_FILES = /design/flow/design.v
export SDC_FILE = /design/flow/constraint.sdc
export NUM_CORES = 4
export LEC_CHECK = 1
export CORE_UTILIZATION = 50
[design/flow/constraint.sdc]
current_design uiController

set clk_period 22.4
set clk_io_pct 0.2

create_clock -name clk0 -period $clk_period [get_ports {clk}]

set non_clock_inputs [all_inputs -no_clocks]
set_input_delay [expr $clk_period * $clk_io_pct] -clock clk0 $non_clock_inputs
set_output_delay [expr $clk_period * $clk_io_pct] -clock clk0 [all_outputs]
==> run_results.csv <==
group,metric,value,unit
run_status,status,"completed",
global_routing,grt-ovfl-total,0,
placement,pre_cts_ws,11.03,ns
floorplanning,io_pins,39,
run,warnings,49,
clock_tree,cts_tree,"yes",
setup_path,critPathArrivalTime,11.12,ns
run,cap_violations,0,
detailed_routing,drc_errors,0,
yosys,numSynthFlops,4098,
clock_tree,cts-root-buf,"clkbuf_16",
yosys,synth-edff-count,4096,
yosys,syn_area_per_cell,16.6,um2
global_routing,antenna_found_initial,33,
detailed_routing,post_drt_wl_per_cell,32.5,um
final_timing,slew_violations,0,
setup_path,critPathKind,"input pin to flip-flop",
setup_path,end_kind,"flip-flop",
setup_path,cp_common_cell,"buf_4",
yosys,synth_area,0.169,mm2
finish,fin_cells,15100,
yosys,synth.area.top_cells,"edfxtp_1, mux4_2, nor2_1, mux2i_1, o221ai_1",
detailed_routing,routed_wl,489,mm
setup_path,crit_chain,"buf_16, buf_4, buf_4, buf_4, buf_4, buf_12, buf_4, mux4_2, or3_1, o311ai_0, nor4_1, a311oi_1, buf_4, nor4_1, or3_1",
placement,port_buffers,27,
yosys,synthArstFlopShare,0,%
setup_path,crit_slowest_cell,"buf_4",
setup_path,critPathRequiredTime,23.25,ns
detailed_routing,viasPerCell,6.23,
yosys,ys_seq_share,72.9,%
final_timing,tns,0,ns
floorplanning,rows,212,
setup_path,critPathLaunchType,"input pin",
floorplanning,die_h,583,um
clock_tree,cts.sinks,4098,
clock_tree,cts_buffers,418,
final_timing,setup_ws,12.13,ns
final_timing,timing.slew.headroom,17.1,%
clock_tree,ctsHoldBuffers,0,
yosys,yosys_area,0.169,mm2
floorplanning,die_width,583,um
global_routing,grt_max_degree,161,
final_timing,rsz0062_at_grt,"no",
clock_tree,ctsResizeCount,0,
final_timing,post-route-min-period,10.27,ns
yosys,synth.distinct_cells,82,
placement,post-place-cells,14300,
floorplanning,core_area,0.335,mm2
yosys,yosysCellCount,10200,
yosys,ff_type,"edfxtp_1",
final_timing,hold_viol_final,0,
final_timing,fmax,97.3,MHz
final_timing,setup_viol,0,
global_routing,grt_pass1_vias,102000,
setup_path,cpPeakStageDelay,0.69,ns
floorplanning,die-area,0.340,mm2
yosys,synth_area_leader_cell,"edfxtp_1",
finish,final_common_cell,"edfxtp_1",
finish,layout_top_cells,"edfxtp_1, nor2_1, mux2i_1",
finish,regArea,0.123,mm2
placement,dp_hpwl,293,mm
final_timing,skew,0.0440,ns
clock_tree,clk_pin_slew_worst_paths,0.06,ns
finish,area_growth,10.9,%
setup_path,cp_max_fo,77,
yosys,yosys_warnings,1,
final_timing,tightest_slew,1.23,ns
floorplanning,fp_util,50.4,%
placement,gp_congestion,0.910,
detailed_routing,drtAntennaViolNets,0,
clock_tree,cts_setup_buffers,0,
pwr,total_power,16.1,mW
hold_path,hold_path_class,"flip-flop to flip-flop",
clock_tree,cts_buffer_depth,4,
pwr,power.leakage,58.0,nW
final_timing,period_used_share,45.9,%
yosys,syn_inst,10200,
finish,logic_area,0.0413,mm2
yosys,synth_top_area_share,72.9,%
global_routing,grtUsageTotal,32.7,%
pwr,power.density,85.9,mW/mm2
detailed_routing,firstDrtPassIters,5,
pwr,peakVddDrop,0.0000659,V
clock_tree,clk_latency,0.97,ns
finish,drive_gt1_share,16.6,%
finish,nFillCells,24900,
global_routing,grt_pass1_wl,700,mm
clock_tree,htree_levels,5,
detailed_routing,drt_iter0_drc,6476,
detailed_routing,num_vias,93800,
==> power breakdown <==
| group | internal, mW | total, mW | switching [mW] |
|---|---|---|---|
| combinational | 0.231 | 0.764 | 0.533 |
| clock | 3.99 | 6.88 | 2.89 |
| sequential | 8.44 | 8.44 | 0.00215 |
==> worst max-delay path, delay by kind of cell <==
kind	cells	cell delay [ns]
AND-OR/OR-AND	2	0.78
buffers and inverters	8	4.14
multiplexers	1	0.59
AND/OR/NAND/NOR	4	0.85
==> synthesized netlist by cell type, types with 7 or more instances <==
master	instances
buf_2	88
o21ai_0	123
clkbuf_1	446
mux2i_1	798
edfxtp_1	4096
a211oi_1	63
o221ai_1	251
nand3_1	81
mux4_1	26
a211o_1	9
o32ai_1	10
clkbuf_4	9
a31oi_1	19
nand4_1	26
buf_4	30
o31ai_1	15
buf_6	104
and3b_1	7
nor3_1	163
nor2b_1	12
and3_1	11
nor4_1	61
or4_1	11
nor3b_1	10
clkbuf_8	9
and2_1	19
buf_8	42
or3_1	11
a2111oi_0	25
nor2_1	2181
a22oi_1	8
buf_1	112
nand2_1	228
mux2_2	22
mux4_2	612
buf_12	15
a21oi_1	149
o22ai_1	178
o211ai_1	8
==> layout make-up <==
type,count,area share (%)
Antenna cell,17,0.0227
Clock buffer,494,5.82
Clock inverter,267,1.41
Inverter,4,0.0147
Multi-Input combinational cell,5222,22.0
Sequential cell,4098,65.7
Tap cell,4494,3.00
Timing Repair Buffer,465,2.01
==> path summary, 6_finish.rpt <==
kind | from | end | slack, ns | cells after the start
max | CounterY[4] | tex[0]$_DFF_P_ | 12.13 | 15
min | memory[1650][1]$_DFFE_PP_ | tex[1]$_DFF_P_ | 1.23 | 6
max reg2reg | memory[1201][0]$_DFFE_PP_ | tex[0]$_DFF_P_ | 18.68 | 8
min reg2reg | memory[1650][1]$_DFFE_PP_ | tex[1]$_DFF_P_ | 1.23 | 6
==> metrics by stage <==
stage	util, %	area, um2	hold slack [ns]
after CTS	55.9	187000	1.25
after detailed placement	51.9	174000	1.24
final	55.9	187000	1.23
after global placement	51.9	174000	1.26
after global routing	55.9	187000	1.32
after floorplan	-	169000	0.941
==> layer usage <==
| metal | vias to the layer above | wire length, um | part of all wire [%] | global-route usage, % |
|---|---|---|---|---|
| met3 | 1003 | 98100 | 20 | 27.7 |
| met4 | 65 | 19800 | 4.0 | 9.83 |
| li1 | 39900 | - | - | - |
| met2 | 6007 | 221000 | 45 | 45.1 |
| met5 | - | 1760 | 0.36 | 3.15 |
| met1 | 46900 | 149000 | 30 | 39.6 |
==> kinds of logic (layout without fill, tap and decap cells) <==
family,count (synthesis),count (layout),synth area share [%]
flip-flops,4098,4098,72.9
AND/OR/NAND/NOR,2850,2850,6.87
multiplexers,1459,1459,13.5
AND-OR/OR-AND,910,910,3.78
buffers and inverters,860,1230,3.01
other,1,20,0.00222
==> registers in the layout, indices dropped and copies added, names as in the netlist <==
name	flops
tex	2
memory	4096
Power and IR drop assume default switching activity.
